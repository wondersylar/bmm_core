### ./constraint.sdc
current_design sp_ram

set clk_period 32.8
set clk_io_pct 0.2

create_clock -name clk0 -period $clk_period [get_ports {clk_i}]

set non_clock_inputs [all_inputs -no_clocks]
set_input_delay [expr $clk_period * $clk_io_pct] -clock clk0 $non_clock_inputs
set_output_delay [expr $clk_period * $clk_io_pct] -clock clk0 [all_outputs]
### ./run.sh
#!/bin/bash
# OpenROAD 26Q1-2900-gdf79404cd8, Yosys 0.63+post, stock flow scripts
make -C /OpenROAD-flow-scripts/flow DESIGN_CONFIG=/design/flow/config.mk WORK_HOME=/design/flow/orfs finish
### ./design.v
interface APB_BUS
#(
    parameter APB_ADDR_WIDTH = 32,
    parameter APB_DATA_WIDTH = 32
);
    logic [APB_ADDR_WIDTH-1:0]                                        paddr;
    logic [APB_DATA_WIDTH-1:0]                                        pwdata;
    logic                                                             pwrite;
    logic                                                             psel;
    logic                                                             penable;
    logic [APB_DATA_WIDTH-1:0]                                        prdata;
    logic                                                             pready;
    logic                                                             pslverr;
   modport Master
   (
      output      paddr,  pwdata,  pwrite, psel,  penable,
      input       prdata,          pready,        pslverr
   );
   modport Slave
   (
      input      paddr,  pwdata,  pwrite, psel,  penable,
      output     prdata,          pready,        pslverr
   );
endinterface
interface AXI_BUS
#(
    parameter AXI_ADDR_WIDTH = 32,
    parameter AXI_DATA_WIDTH = 64,
    parameter AXI_ID_WIDTH   = 10,
    parameter AXI_USER_WIDTH = 6
);
  localparam AXI_STRB_WIDTH = AXI_DATA_WIDTH/8;
  logic [AXI_ADDR_WIDTH-1:0] aw_addr;
  logic [2:0]                aw_prot;
  logic [3:0]                aw_region;
  logic [7:0]                aw_len;
  logic [2:0]                aw_size;
  logic [1:0]                aw_burst;
  logic                      aw_lock;
  logic [3:0]                aw_cache;
  logic [3:0]                aw_qos;
  logic [AXI_ID_WIDTH-1:0]   aw_id;
  logic [AXI_USER_WIDTH-1:0] aw_user;
  logic                      aw_ready;
  logic                      aw_valid;
  logic [AXI_ADDR_WIDTH-1:0] ar_addr;
  logic [2:0]                ar_prot;
  logic [3:0]                ar_region;
  logic [7:0]                ar_len;
  logic [2:0]                ar_size;
  logic [1:0]                ar_burst;
  logic                      ar_lock;
  logic [3:0]                ar_cache;
  logic [3:0]                ar_qos;
  logic [AXI_ID_WIDTH-1:0]   ar_id;
  logic [AXI_USER_WIDTH-1:0] ar_user;
  logic                      ar_ready;
  logic                      ar_valid;
  logic                      w_valid;
  logic [AXI_DATA_WIDTH-1:0] w_data;
  logic [AXI_STRB_WIDTH-1:0] w_strb;
  logic [AXI_USER_WIDTH-1:0] w_user;
  logic                      w_last;
  logic                      w_ready;
  logic [AXI_DATA_WIDTH-1:0] r_data;
  logic [1:0]                r_resp;
  logic                      r_last;
  logic [AXI_ID_WIDTH-1:0]   r_id;
  logic [AXI_USER_WIDTH-1:0] r_user;
  logic                      r_ready;
  logic                      r_valid;
  logic [1:0]                b_resp;
  logic [AXI_ID_WIDTH-1:0]   b_id;
  logic [AXI_USER_WIDTH-1:0] b_user;
  logic                      b_ready;
  logic                      b_valid;
  modport Master
  (
    output aw_valid, output aw_addr, output aw_prot, output aw_region,
    output aw_len, output aw_size, output aw_burst, output aw_lock,
    output aw_cache, output aw_qos, output aw_id, output aw_user,
    input aw_ready,
    output ar_valid, output ar_addr, output ar_prot, output ar_region,
    output ar_len, output ar_size, output ar_burst, output ar_lock,
    output ar_cache, output ar_qos, output ar_id, output ar_user,
    input ar_ready,
    output w_valid, output w_data, output w_strb,  output w_user, output w_last,
    input w_ready,
    input r_valid, input r_data, input r_resp, input r_last, input r_id, input r_user,
    output r_ready,
    input b_valid, input b_resp, input b_id, input b_user,
    output b_ready
  );
  modport Slave
  (
    input aw_valid, input aw_addr, input aw_prot, input aw_region,
    input aw_len, input aw_size, input aw_burst, input aw_lock,
    input aw_cache, input aw_qos, input aw_id, input aw_user,
    output aw_ready,
    input ar_valid, input ar_addr, input ar_prot, input ar_region,
    input ar_len, input ar_size, input ar_burst, input ar_lock,
    input ar_cache, input ar_qos, input ar_id, input ar_user,
    output ar_ready,
    input w_valid, input w_data, input w_strb, input w_user, input w_last,
    output w_ready,
    output r_valid, output r_data, output r_resp, output r_last, output r_id, output r_user,
    input r_ready,
    output b_valid, output b_resp, output b_id, output b_user,
    input b_ready
  );
endinterface
package bmm_pkg;  
    localparam      REG_ADDR_SIZE  = 5;
    localparam      REG_DATA_WIDTH = 32;
    localparam      ADDR_BITS      = 3;
    localparam      NR_WB_PORTS    = 4;
    localparam      MEM_DEPTH      = 8;
    typedef enum logic[1:0] {
      PRIV_LVL_M = 2'b11,
      PRIV_LVL_S = 2'b01,
      PRIV_LVL_U = 2'b00
    } priv_lvl_t;
    typedef enum logic [3:0] {
        INSTR_ADDR_MISALIGNED = 0,
        INSTR_ACCESS_FAULT    = 1,
        ILLEGAL_INSTR         = 2,   
        BREAKPOINT            = 3,   
        LD_ADDR_MISALIGNED    = 4,
        LD_ACCESS_FAULT       = 5,
        ST_ADDR_MISALIGNED    = 6,
        ST_ACCESS_FAULT       = 7,
        ENV_CALL_UMODE        = 8,  
        ENV_CALL_SMODE        = 9,  
        ENV_CALL_MMODE        = 11,    
        INSTR_PAGE_FAULT      = 12, 
        LOAD_PAGE_FAULT       = 13, 
        STORE_PAGE_FAULT      = 15 
    }ex_cause_t;
    localparam logic [3:0] IRQ_M_SOFT            = 3;   
    localparam logic [3:0] IRQ_M_TIMER           = 7;   
    localparam logic [3:0] IRQ_M_EXT             = 11;   
    typedef enum logic [11:0] {
        CSR_MSTATUS        = 12'h300,
        CSR_MISA           = 12'h301,
        CSR_MIE            = 12'h304,
        CSR_MTVEC          = 12'h305,
        CSR_MCOUNTEREN     = 12'h306,
        CSR_MSCRATCH       = 12'h340,
        CSR_MEPC           = 12'h341,
        CSR_MCAUSE         = 12'h342,
        CSR_MTVAL          = 12'h343,
        CSR_MIP            = 12'h344,
        CSR_MVENDORID      = 12'hF11,
        CSR_MARCHID        = 12'hF12,
        CSR_MIMPID         = 12'hF13,
        CSR_MHARTID        = 12'hF14,
        CSR_MCYCLE         = 12'hB00,
        CSR_MINSTRET       = 12'hB02
    }csr_reg_t;
    typedef struct packed {
        logic [31:25] funct7;
        logic [24:20] rs2;
        logic [19:15] rs1;
        logic [14:12] funct3;
        logic [11:7]  rd;
        logic [6:0]   opcode;
    } rtype_t;
    typedef struct packed {
        logic [31:20] imm;
        logic [19:15] rs1;
        logic [14:12] funct3;
        logic [11:7]  rd;
        logic [6:0]   opcode;
    } itype_t;
    typedef struct packed {
        logic [31:25] imm;
        logic [24:20] rs2;
        logic [19:15] rs1;
        logic [14:12] funct3;
        logic [11:7]  imm0;
        logic [6:0]   opcode;
    } stype_t;
    typedef struct packed {
        logic [31:12] imm;
        logic [11:7]  rd;
        logic [6:0]   opcode;
    } utype_t;
    typedef union packed {
        logic [31:0]   instr;
        rtype_t        rtype;
        itype_t        itype;   
        stype_t        stype;   
        utype_t        utype;   
    } instruction_t;
    typedef enum logic [6:0] {
      OPCODE_LOAD     = 7'b000_0011,  
      OPCODE_STORE    = 7'b010_0011,  
      OPCODE_AUIPC    = 7'b001_0111,  
      OPCODE_LUI      = 7'b011_0111,  
      OPCODE_OP       = 7'b011_0011,  
      OPCODE_OP_IMM   = 7'b001_0011,  
      OPCODE_BRANCH   = 7'b110_0011,  
      OPCODE_JALR     = 7'b110_0111,  
      OPCODE_JAL      = 7'b110_1111,  
      OPCODE_MISC_MEM = 7'b000_1111,  
      OPCODE_SYSTEM   = 7'b111_0011   
    } opcode_e;
    typedef enum logic [5:0] { NONE_OP,
                               ADD, SUB, ADDI,                           
                               XOR, OR, AND, XORI, ORI, ANDI,            
                               SRA, SRL, SLL, SRLI, SLLI, SRAI,          
                               LUI,                                      
                               AUIPC,                                    
                               SLT, SLTU, SLTI, SLTIU,                   
                               BEQ, BNE, BLT, BGE, BLTU, BGEU,  
                               JAL,              
                               JALR,             
                               LB, LH, LW, LHU, LBU,
                               SB, SH, SW,   
                               MUL, MULH, MULHSU, MULHU,
                               DIV, DIVU, REM, REMU,
                               SM4ED, SM4KS, SM3P0, SM3P1,
                               FENCE_I, FENCE,
                               ECALL, EBREAK, 
                               CSRRW, CSRRS, CSRRC, CSRRWI, CSRRSI, CSRRCI,
                               MRET
                             } fu_op_t;
    typedef enum logic[3:0] {
        NONE,       
        LOAD,       
        STORE,      
        ALU,        
        CTRL_FLOW,  
        MULT,       
        CSR        
    } fu_t;
    typedef struct packed {
         ex_cause_t  cause;  
         logic [31:0] tval;   
         logic        vld;
    } exception_t;
    typedef struct packed {
        logic           vld;
        logic [31:0]    ras_data;
    } ras_t;
    typedef struct packed {
        logic               is_mispredict ;     
        logic               instr_jump    ;     
        logic [31:0]        jump_address; 
    } branch_t;
    typedef struct packed {
        logic                     	    valid;        
        logic [31:0]   		            pc;           
        fu_t                      	    fu;           
        fu_op_t                     	op;           
        logic [REG_ADDR_SIZE-1:0]		rs1;          
        logic [REG_ADDR_SIZE-1:0] 		rs2;          
        logic [REG_ADDR_SIZE-1:0] 		rd;           
        logic [31:0]    	            imm;
        logic                           csr_instr;
    } instruction_entry_t;
    typedef struct packed {
        logic [31:0]                pc;             
        logic [ADDR_BITS-1:0]       trans_id;       
        fu_t                        fu;             
        fu_op_t                     op;             
        logic [31:0]    	        imm;
        logic                       csr_instr;
        logic [REG_ADDR_SIZE:0]     rs1;            
        logic [REG_ADDR_SIZE:0]     rs2;            
        logic [REG_ADDR_SIZE-1:0]   rd;             
    } sbd_entry_t;
    typedef struct packed {
        logic [REG_DATA_WIDTH-1:0]  rs1_data;
        logic                       rs1_rdy;        
    } sbd_rs1_t;
    typedef struct packed {
        logic [REG_DATA_WIDTH-1:0]  rs2_data;
        logic                       rs2_rdy;        
    } sbd_rs2_t;
    typedef struct packed {
        logic [REG_DATA_WIDTH-1:0]  result;         
        logic                       rd_vld;
        branch_t                    branch;         
        exception_t                 ex    ;
    } sbd_wb_t;
    typedef struct packed {
        logic  [REG_DATA_WIDTH-1:0]         wb_data ;
        logic                               wb_vld  ;
        logic  [ADDR_BITS-1:0]              trans_id;
    } wb_port_t;
    typedef struct packed {
        fu_t                            fu          ;
        fu_op_t                         operator    ;
        logic [31:0]                    pc          ;
        logic [REG_DATA_WIDTH-1:0]      operand_1   ;
        logic [REG_DATA_WIDTH-1:0]      operand_2   ;
        logic [REG_DATA_WIDTH-1:0]      imm         ;
        logic [ADDR_BITS-1:0]           trans_id    ;
        logic                           valid       ;
    } fu_data_t;
    function automatic logic [31:0] alu_and (logic [31:0] op_a, logic [31:0] op_b ); 
        alu_and = op_a & op_b;
    endfunction
    function automatic logic [31:0] alu_or  (logic [31:0] op_a, logic [31:0] op_b ); 
        alu_or = op_a | op_b;
    endfunction
    function automatic logic [31:0] alu_xor (logic [31:0] op_a, logic [31:0] op_b ); 
        alu_xor = op_a ^ op_b;
    endfunction
    function automatic logic [31:0] alu_sll (logic [31:0] op_a, logic [4:0] op_b ); 
        alu_sll = op_a << op_b;
    endfunction
    function automatic logic [31:0] alu_srl (logic [31:0] op_a, logic [4:0] op_b ); 
        alu_srl = op_a >> op_b;
    endfunction
    function automatic logic [31:0] alu_sra (logic [31:0] op_a, logic [4:0] op_b ); 
        alu_sra = $signed(op_a) >>> op_b;
    endfunction
endpackage
module sp_ram
  #(
    parameter ADDR_WIDTH = 8,
    parameter DATA_WIDTH = 32,
    parameter NUM_BYTES  = 256
  )(
    input  logic                    clk_i,
    input  logic                    en_i,
    input  logic [ADDR_WIDTH-1:0]   addr_i,
    input  logic [DATA_WIDTH-1:0]   wdata_i,
    output logic [DATA_WIDTH-1:0]   rdata_o,
    input  logic                    we_i,
    input  logic [DATA_WIDTH/8-1:0] be_i
  );
  localparam blocks = NUM_BYTES/(DATA_WIDTH/8);
  logic [DATA_WIDTH/8-1:0][7:0] mem[blocks];             
  logic [DATA_WIDTH/8-1:0][7:0] wdata;                   
  logic [ADDR_WIDTH-1-$clog2(DATA_WIDTH/8):0] addr;      
  assign addr = addr_i[ADDR_WIDTH-1:$clog2(DATA_WIDTH/8)];
  genvar w;
  generate for(w = 0; w < DATA_WIDTH/8; w++)
      assign wdata[w] = wdata_i[(w+1)*8-1:w*8];
  endgenerate
  always @(posedge clk_i) begin
    if (en_i && we_i) begin
      for (int unsigned i = 0; i < DATA_WIDTH/8; i++) begin
        if (be_i[i])
          mem[addr][i] <= wdata[i];
      end
    end
  end
  assign rdata_o = mem[addr];
endmodule
### ./config.mk
export PLATFORM = sky130hd
export DESIGN_NAME = sp_ram
export DESIGN_NICKNAME = sp_ram
export VERILOG_FILES = /design/flow/design.v
export SDC_FILE = /design/flow/constraint.sdc
export NUM_CORES = 4
export LEC_CHECK = 1
export CORE_UTILIZATION = 30
==> results.sh <==
# physical design summary
export IMPL_status="completed"
export IMPL_track_usage_pct=19.2
export IMPL_synth_area_um2=79200
export IMPL_place_gp_congestion=0.929
export IMPL_worst_pin_slew_ps=1240
export IMPL_vias=44240
export IMPL_wl_per_cell_um=28.4
export IMPL_die_w_um=516
export IMPL_ios=79
export IMPL_edf_count=2048
export IMPL_cp_start_kind="input port"
export IMPL_drtPass1Iterations=5
export IMPL_grt_pass1_wl_um=337000
export IMPL_io_buffers=76
export IMPL_fmax_mhz=54.7
export IMPL_cts_tree="yes"
export IMPL_yosys_cell_count_top_type="edfxtp_1"
export IMPL_numCtsBuffers=207
export IMPL_layout_drive_gt1_share_pct=15.6
export IMPL_chipHeight_um=516
export IMPL_ys_area_um2=79200
export IMPL_busiest_layer="met2"
export IMPL_yosys_area_top_type="edfxtp_1"
export IMPL_path_cells="buf_8, buf_4, buf_4, buf_4, nor3_4, buf_4, a22oi_1, o21ai_1, a221oi_1, nand4_1, clkdlybuf4s50_1"
export IMPL_syn_area_per_cell_um2=17.4
export IMPL_critPathMaxStageDelay_ps=800
export IMPL_async_reset_ff_share_pct=0
export IMPL_ys_cells=4564
export IMPL_initialDrtViolationCount=3228
export IMPL_powerDensity_nw_per_um2=60.0
export IMPL_dieArea_um2=266000
export IMPL_setup_viol=0
export IMPL_cts_sinks=2048
export IMPL_ff_type="edfxtp_1"
export IMPL_slew_limit_headroom_pct=16.9
export IMPL_grt_overflow_total=0
export IMPL_largest_register_ffs=2048
export IMPL_hold_viol=0
export IMPL_finalClockPeriodUsage_pct=55.8
export IMPL_met1_usage_pct=20.3
export IMPL_hpwl_um=150000
export IMPL_warning_count=28
export IMPL_grt_start_max_net_pins=80
export IMPL_synthTopCellsByCount="edfxtp_1, nor2_1, mux2i_1"
export IMPL_top_regs="mem (2048)"
export IMPL_final_setup_tns_ps=0
export IMPL_use_met2_pct=27.9
export IMPL_synth_cell_types=59
export IMPL_rsz0062_at_grt="false"
export IMPL_ys_ff=2048
export IMPL_cp_arrival_ps=11730
export IMPL_maxCapViolCount=0
export IMPL_postCtsSetupRepairBufs=0
export IMPL_crit_type="input port to primary output"
export IMPL_wirelength_um=239000
export IMPL_ys_warn_count=1
export IMPL_whs_ps=6100
export IMPL_max_vdd_ir_drop_mv=0.0460
export IMPL_cpMaxStageDelayCell="a221oi_1"
export IMPL_slew_violations=0
export IMPL_path_clk_slew_ps=60
export IMPL_min_path_type="input port to flop"
export IMPL_hold_buffers=0
export IMPL_grt_pass1_vias=46296
export IMPL_cp_common_cell="buf_4"
export IMPL_post_cts_resized=0
export IMPL_fp_util_pct=30.2
export IMPL_syn_to_final_growth_pct=14.7
export IMPL_num_rows=188
export IMPL_core_area_um2=263000
export IMPL_topCellsByArea="edfxtp_1, mux2i_1, a22oi_1, a221oi_1, nor2_1"
export IMPL_syn_inst=4564
export IMPL_worstSetupEndpointType="primary output"
export IMPL_synth_seq_share_pct=77.6
export IMPL_path_buffers=6
export IMPL_cts_path_max_buffers=3
export IMPL_ant_nets=0
export IMPL_synth_top_cell_area_share_pct=77.6
export IMPL_antenna_found_initial=23
export IMPL_min_period_ps=18290
export IMPL_largest_register="mem"
export IMPL_met3_usage_pct=16.1
export IMPL_p_leak_nw=28.1
export IMPL_required_ps=26240
export IMPL_clock_root_buffer="clkbuf_16"
export IMPL_routed_via_density=5.24
export IMPL_drc=0
export IMPL_crit_family="buffers and inverters"
export IMPL_worstPathMaxFanout=46
export IMPL_h_tree_depth=4
cells by family (layout without fill, tap and decap cells):
logic type / count (synthesis) / count (layout) / share of synthesized area (%)
flops: 2048 / 2048 / 77.6
compound gates: 1077 / 1077 / 9.62
simple gates: 626 / 626 / 3.27
mux: 482 / 482 / 7.34
buf+inv: 331 / 677 / 2.14
other cells: 0 / 14 / 0
power by group:
| group | switching (mW) | internal [mW] |
|---|---|---|
| logic | 0.217 | 0.0835 |
| clock network | 0.972 | 1.30 |
| registers | 0.00117 | 2.89 |
| total | 1.19 | 4.27 |
layout by cell type (no fill, tap or decap), drive strengths merged, types with 104 or more instances in the layout:
master  instances
o21ai         119
clkbuf        254
mux2i         287
nor2          406
clkinv        104
a21oi         182
a221oi        193
mux2          129
nand2         128
a22oi         281
buf           247
edfxtp       2048
o22ai         113
through the flow:
step	setup slack, ps	instances	util, %	instance area (um^2)	power, mW
after floorplan	18160	4564	-	79200	3.08
after global placement	14610	8040	32.1	84300	3.24
after detailed placement	14580	8040	32.1	84300	3.24
after CTS	14590	8425	34.6	90900	5.48
after global routing	14340	8430	34.6	90900	5.60
final	14510	8439	34.6	90900	5.46
area by class of cell:
type / count / area [um^2]
clock inverter: 131 / 1080
fill: 24405 / 172000
inverter: 4 / 17.5
clock buffer: 254 / 5460
sequential: 2048 / 61500
multi-input combinational: 2185 / 16200
tap: 3515 / 4400
antenna: 14 / 35.0
timing repair buffer: 288 / 2240
worst paths after layout:
kind	from	endpoint	slack [ps]	cells after the start
worst max-delay path	addr_i[3]	rdata_o[28]	14510	11
worst min-delay path	wdata_i[19]	mem[26][19]	6100	1
per-layer routing:
| metal | wire length (um) | up-vias | part of all wire, % |
|---|---|---|---|
| li1 | - | 18965 | - |
| met5 | 1500 | - | 0.63 |
| met3 | 43700 | 488 | 18 |
| met1 | 75900 | 21912 | 32 |
| met2 | 107000 | 2819 | 45 |
| met4 | 11200 | 56 | 4.7 |
No activity file was given, so power comes from the tool's default toggle rates.
