==> /design/flow/design.v <==
interface APB_BUS
#(
    parameter APB_ADDR_WIDTH = 32,
    parameter APB_DATA_WIDTH = 32
);
    logic [APB_ADDR_WIDTH-1:0]                                        paddr;
    logic [APB_DATA_WIDTH-1:0]                                        pwdata;
    logic                                                             pwrite;
    logic                                                             psel;
    logic                                                             penable;
    logic [APB_DATA_WIDTH-1:0]                                        prdata;
    logic                                                             pready;
    logic                                                             pslverr;
   modport Master
   (
      output      paddr,  pwdata,  pwrite, psel,  penable,
      input       prdata,          pready,        pslverr
   );
   modport Slave
   (
      input      paddr,  pwdata,  pwrite, psel,  penable,
      output     prdata,          pready,        pslverr
   );
endinterface
interface AXI_BUS
#(
    parameter AXI_ADDR_WIDTH = 32,
    parameter AXI_DATA_WIDTH = 64,
    parameter AXI_ID_WIDTH   = 10,
    parameter AXI_USER_WIDTH = 6
);
  localparam AXI_STRB_WIDTH = AXI_DATA_WIDTH/8;
  logic [AXI_ADDR_WIDTH-1:0] aw_addr;
  logic [2:0]                aw_prot;
  logic [3:0]                aw_region;
  logic [7:0]                aw_len;
  logic [2:0]                aw_size;
  logic [1:0]                aw_burst;
  logic                      aw_lock;
  logic [3:0]                aw_cache;
  logic [3:0]                aw_qos;
  logic [AXI_ID_WIDTH-1:0]   aw_id;
  logic [AXI_USER_WIDTH-1:0] aw_user;
  logic                      aw_ready;
  logic                      aw_valid;
  logic [AXI_ADDR_WIDTH-1:0] ar_addr;
  logic [2:0]                ar_prot;
  logic [3:0]                ar_region;
  logic [7:0]                ar_len;
  logic [2:0]                ar_size;
  logic [1:0]                ar_burst;
  logic                      ar_lock;
  logic [3:0]                ar_cache;
  logic [3:0]                ar_qos;
  logic [AXI_ID_WIDTH-1:0]   ar_id;
  logic [AXI_USER_WIDTH-1:0] ar_user;
  logic                      ar_ready;
  logic                      ar_valid;
  logic                      w_valid;
  logic [AXI_DATA_WIDTH-1:0] w_data;
  logic [AXI_STRB_WIDTH-1:0] w_strb;
  logic [AXI_USER_WIDTH-1:0] w_user;
  logic                      w_last;
  logic                      w_ready;
  logic [AXI_DATA_WIDTH-1:0] r_data;
  logic [1:0]                r_resp;
  logic                      r_last;
  logic [AXI_ID_WIDTH-1:0]   r_id;
  logic [AXI_USER_WIDTH-1:0] r_user;
  logic                      r_ready;
  logic                      r_valid;
  logic [1:0]                b_resp;
  logic [AXI_ID_WIDTH-1:0]   b_id;
  logic [AXI_USER_WIDTH-1:0] b_user;
  logic                      b_ready;
  logic                      b_valid;
  modport Master
  (
    output aw_valid, output aw_addr, output aw_prot, output aw_region,
    output aw_len, output aw_size, output aw_burst, output aw_lock,
    output aw_cache, output aw_qos, output aw_id, output aw_user,
    input aw_ready,
    output ar_valid, output ar_addr, output ar_prot, output ar_region,
    output ar_len, output ar_size, output ar_burst, output ar_lock,
    output ar_cache, output ar_qos, output ar_id, output ar_user,
    input ar_ready,
    output w_valid, output w_data, output w_strb,  output w_user, output w_last,
    input w_ready,
    input r_valid, input r_data, input r_resp, input r_last, input r_id, input r_user,
    output r_ready,
    input b_valid, input b_resp, input b_id, input b_user,
    output b_ready
  );
  modport Slave
  (
    input aw_valid, input aw_addr, input aw_prot, input aw_region,
    input aw_len, input aw_size, input aw_burst, input aw_lock,
    input aw_cache, input aw_qos, input aw_id, input aw_user,
    output aw_ready,
    input ar_valid, input ar_addr, input ar_prot, input ar_region,
    input ar_len, input ar_size, input ar_burst, input ar_lock,
    input ar_cache, input ar_qos, input ar_id, input ar_user,
    output ar_ready,
    input w_valid, input w_data, input w_strb, input w_user, input w_last,
    output w_ready,
    output r_valid, output r_data, output r_resp, output r_last, output r_id, output r_user,
    input r_ready,
    output b_valid, output b_resp, output b_id, output b_user,
    input b_ready
  );
endinterface
package bmm_pkg;  
    localparam      REG_ADDR_SIZE  = 5;
    localparam      REG_DATA_WIDTH = 32;
    localparam      ADDR_BITS      = 3;
    localparam      NR_WB_PORTS    = 4;
    localparam      MEM_DEPTH      = 8;
    typedef enum logic[1:0] {
      PRIV_LVL_M = 2'b11,
      PRIV_LVL_S = 2'b01,
      PRIV_LVL_U = 2'b00
    } priv_lvl_t;
    typedef enum logic [3:0] {
        INSTR_ADDR_MISALIGNED = 0,
        INSTR_ACCESS_FAULT    = 1,
        ILLEGAL_INSTR         = 2,   
        BREAKPOINT            = 3,   
        LD_ADDR_MISALIGNED    = 4,
        LD_ACCESS_FAULT       = 5,
        ST_ADDR_MISALIGNED    = 6,
        ST_ACCESS_FAULT       = 7,
        ENV_CALL_UMODE        = 8,  
        ENV_CALL_SMODE        = 9,  
        ENV_CALL_MMODE        = 11,    
        INSTR_PAGE_FAULT      = 12, 
        LOAD_PAGE_FAULT       = 13, 
        STORE_PAGE_FAULT      = 15 
    }ex_cause_t;
    localparam logic [3:0] IRQ_M_SOFT            = 3;   
    localparam logic [3:0] IRQ_M_TIMER           = 7;   
    localparam logic [3:0] IRQ_M_EXT             = 11;   
    typedef enum logic [11:0] {
        CSR_MSTATUS        = 12'h300,
        CSR_MISA           = 12'h301,
        CSR_MIE            = 12'h304,
        CSR_MTVEC          = 12'h305,
        CSR_MCOUNTEREN     = 12'h306,
        CSR_MSCRATCH       = 12'h340,
        CSR_MEPC           = 12'h341,
        CSR_MCAUSE         = 12'h342,
        CSR_MTVAL          = 12'h343,
        CSR_MIP            = 12'h344,
        CSR_MVENDORID      = 12'hF11,
        CSR_MARCHID        = 12'hF12,
        CSR_MIMPID         = 12'hF13,
        CSR_MHARTID        = 12'hF14,
        CSR_MCYCLE         = 12'hB00,
        CSR_MINSTRET       = 12'hB02
    }csr_reg_t;
    typedef struct packed {
        logic [31:25] funct7;
        logic [24:20] rs2;
        logic [19:15] rs1;
        logic [14:12] funct3;
        logic [11:7]  rd;
        logic [6:0]   opcode;
    } rtype_t;
    typedef struct packed {
        logic [31:20] imm;
        logic [19:15] rs1;
        logic [14:12] funct3;
        logic [11:7]  rd;
        logic [6:0]   opcode;
    } itype_t;
    typedef struct packed {
        logic [31:25] imm;
        logic [24:20] rs2;
        logic [19:15] rs1;
        logic [14:12] funct3;
        logic [11:7]  imm0;
        logic [6:0]   opcode;
    } stype_t;
    typedef struct packed {
        logic [31:12] imm;
        logic [11:7]  rd;
        logic [6:0]   opcode;
    } utype_t;
    typedef union packed {
        logic [31:0]   instr;
        rtype_t        rtype;
        itype_t        itype;   
        stype_t        stype;   
        utype_t        utype;   
    } instruction_t;
    typedef enum logic [6:0] {
      OPCODE_LOAD     = 7'b000_0011,  
      OPCODE_STORE    = 7'b010_0011,  
      OPCODE_AUIPC    = 7'b001_0111,  
      OPCODE_LUI      = 7'b011_0111,  
      OPCODE_OP       = 7'b011_0011,  
      OPCODE_OP_IMM   = 7'b001_0011,  
      OPCODE_BRANCH   = 7'b110_0011,  
      OPCODE_JALR     = 7'b110_0111,  
      OPCODE_JAL      = 7'b110_1111,  
      OPCODE_MISC_MEM = 7'b000_1111,  
      OPCODE_SYSTEM   = 7'b111_0011   
    } opcode_e;
    typedef enum logic [5:0] { NONE_OP,
                               ADD, SUB, ADDI,                           
                               XOR, OR, AND, XORI, ORI, ANDI,            
                               SRA, SRL, SLL, SRLI, SLLI, SRAI,          
                               LUI,                                      
                               AUIPC,                                    
                               SLT, SLTU, SLTI, SLTIU,                   
                               BEQ, BNE, BLT, BGE, BLTU, BGEU,  
                               JAL,              
                               JALR,             
                               LB, LH, LW, LHU, LBU,
                               SB, SH, SW,   
                               MUL, MULH, MULHSU, MULHU,
                               DIV, DIVU, REM, REMU,
                               SM4ED, SM4KS, SM3P0, SM3P1,
                               FENCE_I, FENCE,
                               ECALL, EBREAK, 
                               CSRRW, CSRRS, CSRRC, CSRRWI, CSRRSI, CSRRCI,
                               MRET
                             } fu_op_t;
    typedef enum logic[3:0] {
        NONE,       
        LOAD,       
        STORE,      
        ALU,        
        CTRL_FLOW,  
        MULT,       
        CSR        
    } fu_t;
    typedef struct packed {
         ex_cause_t  cause;  
         logic [31:0] tval;   
         logic        vld;
    } exception_t;
    typedef struct packed {
        logic           vld;
        logic [31:0]    ras_data;
    } ras_t;
    typedef struct packed {
        logic               is_mispredict ;     
        logic               instr_jump    ;     
        logic [31:0]        jump_address; 
    } branch_t;
    typedef struct packed {
        logic                     	    valid;        
        logic [31:0]   		            pc;           
        fu_t                      	    fu;           
        fu_op_t                     	op;           
        logic [REG_ADDR_SIZE-1:0]		rs1;          
        logic [REG_ADDR_SIZE-1:0] 		rs2;          
        logic [REG_ADDR_SIZE-1:0] 		rd;           
        logic [31:0]    	            imm;
        logic                           csr_instr;
    } instruction_entry_t;
    typedef struct packed {
        logic [31:0]                pc;             
        logic [ADDR_BITS-1:0]       trans_id;       
        fu_t                        fu;             
        fu_op_t                     op;             
        logic [31:0]    	        imm;
        logic                       csr_instr;
        logic [REG_ADDR_SIZE:0]     rs1;            
        logic [REG_ADDR_SIZE:0]     rs2;            
        logic [REG_ADDR_SIZE-1:0]   rd;             
    } sbd_entry_t;
    typedef struct packed {
        logic [REG_DATA_WIDTH-1:0]  rs1_data;
        logic                       rs1_rdy;        
    } sbd_rs1_t;
    typedef struct packed {
        logic [REG_DATA_WIDTH-1:0]  rs2_data;
        logic                       rs2_rdy;        
    } sbd_rs2_t;
    typedef struct packed {
        logic [REG_DATA_WIDTH-1:0]  result;         
        logic                       rd_vld;
        branch_t                    branch;         
        exception_t                 ex    ;
    } sbd_wb_t;
    typedef struct packed {
        logic  [REG_DATA_WIDTH-1:0]         wb_data ;
        logic                               wb_vld  ;
        logic  [ADDR_BITS-1:0]              trans_id;
    } wb_port_t;
    typedef struct packed {
        fu_t                            fu          ;
        fu_op_t                         operator    ;
        logic [31:0]                    pc          ;
        logic [REG_DATA_WIDTH-1:0]      operand_1   ;
        logic [REG_DATA_WIDTH-1:0]      operand_2   ;
        logic [REG_DATA_WIDTH-1:0]      imm         ;
        logic [ADDR_BITS-1:0]           trans_id    ;
        logic                           valid       ;
    } fu_data_t;
    function automatic logic [31:0] alu_and (logic [31:0] op_a, logic [31:0] op_b ); 
        alu_and = op_a & op_b;
    endfunction
    function automatic logic [31:0] alu_or  (logic [31:0] op_a, logic [31:0] op_b ); 
        alu_or = op_a | op_b;
    endfunction
    function automatic logic [31:0] alu_xor (logic [31:0] op_a, logic [31:0] op_b ); 
        alu_xor = op_a ^ op_b;
    endfunction
    function automatic logic [31:0] alu_sll (logic [31:0] op_a, logic [4:0] op_b ); 
        alu_sll = op_a << op_b;
    endfunction
    function automatic logic [31:0] alu_srl (logic [31:0] op_a, logic [4:0] op_b ); 
        alu_srl = op_a >> op_b;
    endfunction
    function automatic logic [31:0] alu_sra (logic [31:0] op_a, logic [4:0] op_b ); 
        alu_sra = $signed(op_a) >>> op_b;
    endfunction
endpackage
module ram_selfdef
  #(
    parameter ADDR_WIDTH = 8,
    parameter DATA_WIDTH = 32,
    parameter NUM_BYTES  = 256
  )(
    input  logic                    clk_i,
    input  logic                    en_i,
    input  logic [ADDR_WIDTH-1:0]   addr_i,
    input  logic [ADDR_WIDTH-1:0]   addr2_i,   
    input  logic [DATA_WIDTH-1:0]   wdata_i,
    output logic [DATA_WIDTH-1:0]   rdata1_o,
    output logic [DATA_WIDTH-1:0]   rdata2_o,  
    input  logic                    we_i,
    input  logic [DATA_WIDTH/8-1:0] be_i
  );
  localparam blocks = NUM_BYTES/(DATA_WIDTH/8);
  logic [DATA_WIDTH/8-1:0][7:0] mem[blocks];             
  logic [DATA_WIDTH/8-1:0][7:0] wdata;                   
  logic [ADDR_WIDTH-1-$clog2(DATA_WIDTH/8):0] addr,addr2;      
  assign addr = addr_i[ADDR_WIDTH-1:$clog2(DATA_WIDTH/8)];
  assign addr2 = addr2_i[ADDR_WIDTH-1:$clog2(DATA_WIDTH/8)];
  genvar w;
  generate for(w = 0; w < DATA_WIDTH/8; w++)
      assign wdata[w] = wdata_i[(w+1)*8-1:w*8];
  endgenerate
  always @(posedge clk_i) begin
    if (en_i && we_i) begin
      for (int unsigned i = 0; i < DATA_WIDTH/8; i++) begin
        if (be_i[i])
          mem[addr][i] <= wdata[i];
      end
    end
  end
  assign rdata1_o = mem[addr];
  assign rdata2_o = mem[addr2];
endmodule
==> /design/flow/run.sh <==
#!/bin/bash
# OpenROAD 26Q1-2900-gdf79404cd8, Yosys 0.63+post, stock flow scripts
make -C /OpenROAD-flow-scripts/flow DESIGN_CONFIG=/design/flow/config.mk WORK_HOME=/design/flow/orfs finish
==> /design/flow/config.mk <==
export PLATFORM = sky130hd
export DESIGN_NAME = ram_selfdef
export DESIGN_NICKNAME = ram_selfdef
export VERILOG_FILES = /design/flow/design.v
export SDC_FILE = /design/flow/constraint.sdc
export NUM_CORES = 4
export LEC_CHECK = 1
export CORE_UTILIZATION = 30
==> /design/flow/constraint.sdc <==
current_design ram_selfdef

set clk_period 31.9
set clk_io_pct 0.2

create_clock -name clk0 -period $clk_period [get_ports {clk_i}]

set non_clock_inputs [all_inputs -no_clocks]
set_input_delay [expr $clk_period * $clk_io_pct] -clock clk0 $non_clock_inputs
set_output_delay [expr $clk_period * $clk_io_pct] -clock clk0 [all_outputs]
==> impl_metrics.env <==
# source this file to load flow results
export IMPL_outcome="finished clean"
export IMPL_place_congestion=0.968
export IMPL_yosys_dominant_comb_family="multiplexers"
export IMPL_cp_slowest_cell="buf_4"
export IMPL_synthesis_area_um2=95700
export IMPL_post_synth_most_frequent_cells="2048 x edfxtp_1, 723 x mux4_2, 439 x nor2_1"
export IMPL_fmaxAchievable_ghz=0.0541
export IMPL_crit_required_ns=25.52
export IMPL_yosys_area_share_simple_pct=3.39
export IMPL_avgSynthCellArea_um2=17.3
export IMPL_p_leak_nw=34.6
export IMPL_drive_gt1_share_pct=29.3
export IMPL_drv_slew=0
export IMPL_seqCellArea_um2=61500
export IMPL_die_x_um=567
export IMPL_root_buffer="clkbuf_16"
export IMPL_area_leaders="edfxtp_1 64%, mux4_2 17%, mux2i_1 2.9%, a221oi_1 2.8%, mux2_2 2.1%"
export IMPL_async_flop_share_pct=0
export IMPL_ys_flops=2048
export IMPL_route_met3_wl_um=82300
export IMPL_drt_total_wl_um=377000
export IMPL_worstPathMaxFanout=36
export IMPL_row_count=206
export IMPL_cp_top_family="buffers and inverters"
export IMPL_antenna_found_initial=53
export IMPL_crit_path_end_kind="output port"
export IMPL_ys_cells=5531
export IMPL_fp_util_pct=30.3
export IMPL_ant_nets=0
export IMPL_yosys_area_top_type_share_pct=64.3
export IMPL_layout_min_cycle_time_ns=18.48
export IMPL_post_route_period_util_pct=57.9
export IMPL_largest_reg_flops=2048
export IMPL_vias_per_cell=6.03
export IMPL_warnings=31
export IMPL_start_kind="input pin"
export IMPL_nFillCells=29118
export IMPL_synth_distinct_cells=61
export IMPL_fin_tns_setup_ns=0
export IMPL_port_buffer_count=114
export IMPL_ys_area_um2=95700
export IMPL_die_y_um=567
export IMPL_crit_path_max_incr_delay_ns=0.67
export IMPL_edf_count=2048
export IMPL_worst_hold_slack_ns=5.83
export IMPL_final_cell_area_um2=110000
export IMPL_grt_pass1_wl_um=521000
export IMPL_adder_share_pct=0
export IMPL_relSlewSlack_pct=27.2
export IMPL_regMostFlops="mem"
export IMPL_synth_area_mux_share_pct=22.1
export IMPL_met2_length_um=159000
export IMPL_synth_top_cell_by_count="edfxtp_1"
export IMPL_via_count=61714
export IMPL_syn_inst=5531
export IMPL_compound_area_share_pct=7.75
export IMPL_cts_setup_buffers=0
export IMPL_grt_use_total_pct=25.0
export IMPL_place_hpwl_um=241000
export IMPL_chipArea_um2=321000
export IMPL_final_comb_area_um2=31900
export IMPL_fin_ws_ns=13.42
export IMPL_ys_warn_count=1
export IMPL_path_common_cell="buf_4"
export IMPL_htreeDepth=4
export IMPL_core_um2=316000
export IMPL_dr_pass1_iters=8
export IMPL_cts_tree="yes"
export IMPL_hp_class="input pin to flip-flop"
export IMPL_reg_top3="mem (2048)"
export IMPL_cts_made_buffers=207
export IMPL_max_vdd_ir_drop_mv=0.0489
export IMPL_top_area_cell="edfxtp_1"
export IMPL_finalSetupViolations=0
export IMPL_drc_errors=0
export IMPL_cts_resized=0
export IMPL_grt_overflow_total=0
export IMPL_power_density_nw_per_um2=54.2
export IMPL_drtIter0Drc=5497
export IMPL_yosys_stat_seqShare_pct=64.3
export IMPL_tightest_slew_ns=1.08
export IMPL_xor_area_share_pct=0
export IMPL_wire_per_inst_um=36.9
export IMPL_crit_buf_inv=6
export IMPL_cp_cell_sequence="buf_8, buf_4, buf_4, buf_4, buf_4, mux4_2, mux2_2, o21ai_0, a221oi_1, a221o_1, clkdlybuf4s50_1"
export IMPL_hold_buffers=0
export IMPL_wl_met1_um=106000
export IMPL_dpl_instance_area_um2=103000
export IMPL_rsz0062_at_grt="no"
export IMPL_ff_type="edfxtp_1"
export IMPL_clkTransAtPathRegs_ns=0.06
export IMPL_grt_pass1_vias=67021
export IMPL_synthToLayoutAreaGrowth_pct=15.1
export IMPL_maxCapViolCount=0
export IMPL_hold_viol=0
export IMPL_path_class="input pin to output port"
export IMPL_io_pins=119
export IMPL_grt_max_degree=75
export IMPL_place_ws_ns=13.29
export IMPL_routed_top_layer="met5"
export IMPL_cp_arrival_ns=12.10
export IMPL_clockBufferDepth=3
export IMPL_clock_sinks=2048
export IMPL_power_mw=5.97
## layer usage
layer  GRT usage [%]  vias up
li1                -    24092
met1            23.0    30578
met2            33.8     5736
met3            24.8     1188
met4            13.7      120
met5            7.21        -
## metrics by stage
step	std cells	util (%)
finish	10233	34.9
global route	10208	34.8
CTS	10183	34.8
detailed placement	9801	32.7
global placement	9801	32.7
floorplan	5531	-
## where the power goes
part	leakage [nW]	internal (mW)	total, mW	switching (mW)
Sequential	18.4	2.97	2.97	0.00249
Clock	3.24	1.37	2.41	1.04
Combinational	13.0	0.196	0.585	0.389
## cell usage in the layout (no fill, tap or decap), drive strengths merged, types with 142 or more instances in the layout
cell type / n
edfxtp: 2048
mux4: 723
buf: 527
nor2: 440
a221oi: 307
mux2i: 278
clkbuf: 251
nand2: 236
mux2: 181
a22oi: 148
o21ai: 142
## final cells by class
cell class / count / area share [%]
Clock buffer: 250 / 4.96
Clock inverter: 132 / 1.05
Multi-Input combinational cell: 2986 / 29.0
Tap cell: 4160 / 4.72
Timing Repair Buffer: 601 / 4.29
Antenna cell: 50 / 0.114
Sequential cell: 2048 / 55.8
Inverter: 6 / 0.0341
## worst paths after layout
| check | from | endpoint | slack (ns) | depth (start not counted) |
|---|---|---|---|---|
| setup / recovery | addr2_i[2] | rdata2_o[14] | 13.42 | 11 |
| hold / removal | wdata_i[17] | mem[62][17] | 5.83 | 1 |
## logic make-up after synthesis
logic type,Yosys count
simple gates,791
compound gates,1013
mux,1182
flops,2048
buf+inv,497
Power figures rest on the tool's default switching activity, not on a simulated workload.
